**flow/config.mk**
```make
export PLATFORM = sky130hd
export DESIGN_NAME = alu
export DESIGN_NICKNAME = alu
export VERILOG_FILES = /design/flow/design.v
export SDC_FILE = /design/flow/constraint.sdc
export NUM_CORES = 4
export LEC_CHECK = 1
export CORE_UTILIZATION = 50
```
**flow/constraint.sdc**
```tcl
current_design alu

set clk_period 23.4
set clk_io_pct 0.2

create_clock -name clk0 -period $clk_period

set non_clock_inputs [all_inputs -no_clocks]
set_input_delay [expr $clk_period * $clk_io_pct] -clock clk0 $non_clock_inputs
set_output_delay [expr $clk_period * $clk_io_pct] -clock clk0 [all_outputs]
```
**flow/design.v**
```verilog
module alu (data1, data2, op, out);
	input [31:0] data1, data2;
	input [3:0] op;
	output reg [31:0] out;
	always @(*)
	begin
		case (op)
			4'd0		: out = data1 + data2;
			4'd1		: out = data1 - data2;
			4'd2		: out = data1 & data2;
			4'd3		: out = data1 | data2;
			4'd4		: out = data1 ^ data2;
			4'd5		: out = data2 << 16;  
			4'd6		: out = data1 == data2;
			4'd7		: out = data1 != data2;
			4'd8		: out = data1 > data2;
			4'd9		: out = data1 < data2;
			4'd10		: out = data1 >= data2;
			4'd11		: out = data1 <= data2;
			4'd12		: out = {31'b1, $signed(data1) < $signed(data2)};
			4'd13		: out = {31'b1, data1 < data2};
			default	: out = 32'd0;
		endcase
	end
endmodule
```
**flow/run.sh**
```bash
#!/bin/bash
# OpenROAD 26Q1-2900-gdf79404cd8, Yosys 0.63+post, stock flow scripts
make -C /OpenROAD-flow-scripts/flow DESIGN_CONFIG=/design/flow/config.mk WORK_HOME=/design/flow/orfs finish
```
==> run summary <==
Synthesis and PnR results.

- The count of yosys warnings during synthesis reads 1.
- Of the post-synthesis cell area, the dominant cell type holds 24.5%.
- The largest individual stage delay along the critical path comes from the cell clkdlybuf4s50_1.
- The number of cells reported by Yosys stat comes to 783.
- According to the floorplan report, the total die area is 10,500 um^2.
- The critical path maximum fanout is 6.
- The number of hold buffers added after CTS reads 0.
- The placement summary gives the final routability congestion estimate as 1.00.
- The design has 0 sequential cells.
- The required time at the endpoint of the critical path reads 18.72 ns.
- The number of warning messages in the logs reads 100.
- For this run the aggregate overflow at the end of global routing stands at 0.
- 0 antenna diodes ended up in the layout.
- The cell accounting for the most synthesized area reads ha_1.
- During I/O placement, the number of pins put on the boundary was 100.
- Looking at the power breakdown, combinational cells take 100.0% of the total.
- The violation count after the first detailed-routing iteration is 497.
- The placement row count reads 36.
- The depth of the worst hold-timing path reads 3.
- The largest delay contributor family on the critical path is AND-OR/OR-AND gates.
- The number of hold violations in the final report is 0.
- The initial standard-cell utilization of the core is 51.7%.
- The sequential cell area fraction in the yosys report is 0%.
- The worst path arrival time is 8.75 ns.
- The horizontal die size reads 103 um.
- The area of the mapped netlist is 5050 um^2.
- The initial antenna violation count is 0.
- The total power density per cell area reads 22.9 nW/um^2.
- The final tally of max-slew violations is 0.
- The core footprint reads 9770 um^2.
- The wire length of the first global-routing pass reads 28,700 um.
- The critical hold path startpoint is op[3].
- The largest net degree at the start of global routing reads 47.
- Relative to the synthesized area, the layout overhead comes to 20.7%.
- The share of the cycle needed by the critical path after routing reads 57.4%.
- The critical path is of the input port to output pin type.
- The static leakage reads 2.78 nW.
- The worst slew margin relative to its limit is 46.1%.
- The critical path endpoint category is an output pin.
- The via count of the first global-routing pass is 5,429.
- The share of cells above drive strength 1 reads 3.07%.
- The area used by sequential logic in the layout reads 0 um^2.
- The final total negative setup slack reads 0 ns.
- The number of instances resized during post-cts repair is 0.
- The via density per instance is 6.24.
- The clock power share is 0%.
- Internal power comes to 0.0601 mW.
- For the pin with the worst max-slew slack, the measured transition is 0.806 ns.
- Setup repair after global routing left no endpoint under its margin.
- The worst VDD IR drop from the latest analysis is 0.0141 mV.
- The combined global-route utilization of all metal layers is 35.8%.
- The longest incremental delay of any stage on the critical path is reported as 0.71 ns.
- The number of buffers and inverters on the critical path reads 3.
- In the post-synthesis netlist, the biggest area contributors are ha_1 (25%), a21oi_1 (9.0%), inv_1 (7.4%).
- The part of the total power dissipated in sequential elements reads 0%.
- The count of clock-net buffers in the final layout reads 0.
- Timing would allow up to 74.5 MHz.
- The post-detailed-route wirelength per cell is 18.8 um.
- The last timing report of the flow puts the setup violation total at 0.
- The detailed-placement wirelength estimate reads 14,400 um.
- The final timing report gives a worst setup slack of 9.97 ns.
- The worst min-delay path category is input port to output pin.
- The synthesized netlist cell count is 783.
- The pre-antenna-repair detailed-routing pass consisted of 5 iterations.
- The worst hold path endpoint reads out[1].
- The floorplan die height is 103 um.
- In this run the tool buffered the top-level ports with 100 buffer cells.
- STA classifies the critical path startpoint as an input port.
- Timing analysis after detailed placement gives a worst setup slack of 10.09 ns.
- The run finished with clean final reports.
- The minimum clock period reads 13.43 ns.
- The routed layout has 6,105 vias.
- The critical path's most frequent cell is clkdlybuf4s50_1.
- The net switching power in the latest report is 0.0794 mW.
- The number of routed nets with antenna violations reads 0.
- The net switching fraction of the power reads 56.9%.
- The residual DRC count is 0.
- In this run the post-CTS setup repair buffer count came out at 0.
- Across the run, the number of max-cap violations was 0.
- The average cell area after synthesis reads 6.45 um^2.
- The chip area from the yosys synthesis statistics reads 5050 um^2.
- The total length of routed wires is 18,400 um.
- Listed in order, past its start point the critical path passes clkdlybuf4s50_1, inv_1, ha_1, nor2_1, a211oi_2, a2111oi_0, o31ai_1, o211ai_1, nor4b_1, o22ai_1, xnor2_1, a311o_1, clkdlybuf4s50_1.
- The tally of unique sky130hd cells used after synthesis reads 64.
## cell usage in the layout (no fill, tap or decap), types with 10 or more instances in the layout
cell / count
o211ai_1: 23
a22oi_1: 13
nand3_1: 15
nor3_1: 20
o31ai_1: 18
a31oi_1: 12
nand2_1: 49
clkdlybuf4s50_1: 100
ha_1: 99
nor2_1: 77
o21ai_0: 36
a21o_1: 16
xnor2_1: 17
o22ai_1: 10
o21bai_1: 13
a21oi_1: 91
inv_1: 100
## tightest hold or removal path: cells and delay by family
family	cells	cell delay (ns)
AND-OR/OR-AND	1	0.11
buffers and inverters	2	0.97
## per-layer routing
metal,global-route usage [%],part of all wire [%],wire length (um)
met1,53.6,45,8350
met2,52.5,41,7590
met3,6.34,11,1970
met4,10.0,2.9,536
met5,0,0,0
## through the flow
step	utilization (%)	std cells	cell area, um^2	hold WS [ns]	total power, mW
2_1_floorplan	-	783	5050	9.40	0.0857
3_3_place_gp	62.4	979	6100	10.42	0.135
3_5_place_dp	62.4	979	6100	10.44	0.135
4_1_cts	62.4	979	6100	10.43	0.136
5_1_grt	62.4	979	6100	10.54	0.153
6_report	62.4	979	6100	10.44	0.139
## synth_stat cells (all sizes together) (4+ instances only)
master    n
a21oi    94
nor2     77
a211o     5
ha       99
a22oi    13
o211ai   23
nor3     21
buf      14
o22ai    10
clkbuf   32
xnor2    17
nor2b     7
nand3    15
a31oi    12
nand2    50
inv     100
nand4     9
mux2i     6
o21ai    42
nand2b    8
o311ai    4
a21o     16
nor4      7
a211oi    6
a221oi   10
o31ai    18
and4      4
o21bai   13
or3       4
## cell type report
class | count | area (um^2)
fill | 855 | 3680
inverter | 101 | 379
tap | 133 | 166
timing repair buffer | 109 | 1070
multi-input combinational | 636 | 4480
## power groups by stage
| stage | logic [mW] | registers [mW] | clock network, mW |
|---|---|---|---|
| CTS | 0.136 | 0 | 0 |
| global route | 0.153 | 0 | 0 |
| finish | 0.139 | 0 | 0 |
## worst max path at each step
stage / slack, ns / to / startpoint / cells past startpoint
6_report: 9.97 / out[31] / data2[3] / 13
5_1_grt: 9.79 / out[31] / data2[7] / 13
4_1_cts: 10.06 / out[31] / data2[7] / 13
## cells by family after synthesis
kind of cell               Yosys count  synth area share, %
AOI/OAI and AO/OA                  297                 39.2
buffers and inverters              147                 11.4
muxes                                7                 1.41
adders and majority gates          101                 25.3
and+or+nand+nor                    214                 19.7
xor gates and xnor gates            17                 2.95
No activity file was given, so power comes from the tool's default toggle rates.
