[./config.mk]
export PLATFORM = sky130hd
export DESIGN_NAME = registers
export DESIGN_NICKNAME = registers
export VERILOG_FILES = /design/flow/design.v
export SDC_FILE = /design/flow/constraint.sdc
export NUM_CORES = 4
export LEC_CHECK = 1
export CORE_UTILIZATION = 50
[./constraint.sdc]
current_design registers

set clk_period 8.9
set clk_io_pct 0.2

create_clock -name clk0 -period $clk_period [get_ports {clk}]

set non_clock_inputs [all_inputs -no_clocks]
set_input_delay [expr $clk_period * $clk_io_pct] -clock clk0 $non_clock_inputs
set_output_delay [expr $clk_period * $clk_io_pct] -clock clk0 [all_outputs]
[./design.v]
module registers (clk, wen, addr1, addr2, addrW, data1, data2, dataW);
	input					clk, wen;
	input 	[4:0] 	addr1, addr2, addrW;
	input 	[31:0]	dataW;
	output 	[31:0]	data1, data2;
	reg [31:0] regs [31:0];
	reg [31:0] data1_wire, data2_wire;
	always @(negedge clk)
	begin
		if(wen == 1'b1)
			begin
				regs[addrW] = dataW;
			end
	end
	always @(posedge clk)
	begin
		data1_wire = regs[addr1];
		data2_wire = regs[addr2];
	end
	assign data1 = data1_wire;
	assign data2 = data2_wire;
endmodule
[./run.sh]
#!/bin/bash
# OpenROAD 26Q1-2900-gdf79404cd8, Yosys 0.63+post, stock flow scripts
make -C /OpenROAD-flow-scripts/flow DESIGN_CONFIG=/design/flow/config.mk WORK_HOME=/design/flow/orfs finish
==> notes.md <==
State of the implementation.

- A synthesized cell averages approximately 15 µm².
- For this design, Yosys synthesis ends with a cell count of 3451.
- The vertical die dimension reported for this design is 318 µm.
- For reference, the placement row count at floorplan is ~120.
- The initial antenna violation count is 1, for reference.
- Note, the detailed placer reported a final HPWL of 88800 µm.
- The effective utilization at floorplan is approximately 51%, for reference.
- The path type of the worst min-delay path is input pin to flop, for reference.
- The detailed router placed 34849 vias in this run.
- Per the run report, area growth between synthesis and finish was 21.7%.
- For this design the ratio of total power to cell area is around 220 nW/µm².
- The worst setup path is of the input pin to flop kind.
- The number of detailed-routing iterations run before antenna repair is 5, for reference.
- The final RePlAce weighted congestion is roughly 0.96, for reference.
- The routed design shows a via density per instance of slightly below 6.
- Per the detail_route report, inserted antenna diodes total 0.
- The routed length per placed instance is 25.4 µm, for reference.
- The maximum clock skew at final layout is between 0.02 and 0.025 ns, for reference.
- The final timing report lists a max-slew violation count of 0.
- The total overflow reported by the global router is 0, for reference.
- The die covers 101000 µm².
- The area share of and/or/nand/nor cells after synthesis is between 4 and 5%, for reference.
- Warnings reported by Yosys during synthesis add up to 1.
- The worst setup path is captured at a flop.
- Pin placement for this block handled between 100 and 150 I/O pins.
- The yosys synthesis chip area is around 50000 µm², for reference.
- The worst slew margin relative to its limit is between 20% and 30%, for reference.
- The first global-routing pass estimated 223000 µm of wire.
- The via count of the first global-routing pass is 37945, for reference.
- The total power draw is ~0.014 W, for reference.
- Summed over all routing layers, the global router reports a total usage of between 30 and 40%.
- Of all nets on the critical path, the largest fanout is 8.
- The portion of the post-synthesis area used by sequential elements is around 64%, for reference.
- No sink is reached through more buffers than the 3 on the longest clock path.
- The proportion of layout cells with a drive suffix above 1 is under 10%, for reference.
- The area of placed instances is ~53000 µm², for reference.
- The cts-stage hold buffer count is 0, for reference.
- The number of warnings the tools reported is about 1000, for reference.
- According to the timing report, the data required time at the worst endpoint equals approximately 4.9 ns.
- The core region is slightly below 100000 µm².
- The worst-margin pin slew is between 1 and 1.5 ns, for reference.
- The area share of xor/xnor cells in the synthesized design is 0%, for reference.
- For this run, the share of the core covered by cells in the final layout is roughly 62%.
- The share of flip-flops with an asynchronous set or reset is 0%, for reference.
- Counting endpoints that fail hold in the final report gives 0.
- Post-CTS repair ended up resizing 0 cells.
- The number of failing setup endpoints in the final timing report is 0, for reference.
- The run reported a max-capacitance violation count of 0.
- The post-synthesis instance area is around 50000 µm², for reference.
- The DRC violation total left in the routed layout is recorded as 0.
- After the first detailed-routing iteration, the DRC count stood at just over 2000.
- The gate-level netlist out of Yosys references 25 unique cell types.
- For reference, compound AND-OR and OR-AND cells occupy 7.84% of the area reported after synthesis.
- The root buffer cell is clkbuf_16, for reference.
- The number of I/O port buffers is 112, for reference.
- The most instantiated flip-flop cell in the synthesis netlist is edfxtp_1, for reference.
- At the worst endpoint, the arrival time is between 3 and 4 ns.
- The register bit total from synthesis is around 1100, for reference.
- The synthesis run shows multiplexers occupying a little over 20% of the cell area.
- The total setup buffers inserted after CTS is 0, for reference.
- The run finished with clean final reports.
- The TritonCTS clock tree is built, for reference.
- Per the post-synthesis report, the number of cells in the design is between 3000 and 4000.
- TritonCTS reports the number of clock sinks as approximately 1100.
- The H-tree level count is 3, for reference.
- The largest net degree at the start of global routing is 92, for reference.
- The synthesized design contains between 1000 and 1500 enable-type register cells.
- The worst setup path is launched from an input pin.
- Buffers inserted during clock tree synthesis total roughly 120.
- The detail route stage leaves a number of antenna-violating nets equal to 0.
- The setup TNS is 0 ns, for reference.
- In this run the VDD rail shows a maximum IR drop of around 0.2 mV.
- The post-synthesis adder-cell area fraction is 0%, for reference.
- The final cell area excluding filler cells is 60900 µm², for reference.
- Setup repair after global routing left no endpoint under its margin.
- Per the skew report, the later register of the worst-skew pair sees a clock latency of 0.72 ns.
- The width of the die is about 320 µm, for reference.
- Yosys shows that the main logic family after synthesis is multiplexers.
- The sum of routed wire length over all layers is approximately 150000 µm, for reference.
- The leakage power total is between 20 and 30 nW, for reference.
- The clock-pin transition on the worst setup and hold timing paths is roughly 0.06 ns, for reference.
## worst max-delay path: stages
cell,delay (ns)
clkdlybuf4s50_1,0.53
or3b_2,0.71
nor2_4,0.45
buf_4,0.26
## synthesized netlist by cell type, types with 4 or more instances
| library cell | instances | area (µm²) |
|---|---|---|
| buf_1 | 7 | 26.3 |
| a22o_1 | 128 | 1120 |
| clkbuf_4 | 4 | 30.0 |
| a31oi_1 | 64 | 400 |
| nand3b_1 | 5 | 37.5 |
| nor2_1 | 35 | 131 |
| dfxtp_1 | 64 | 1280 |
| a22oi_1 | 192 | 1440 |
| buf_2 | 80 | 400 |
| nor2b_1 | 4 | 25.0 |
| buf_4 | 52 | 390 |
| clkbuf_1 | 73 | 274 |
| nand2_1 | 195 | 732 |
| mux2i_1 | 1024 | 10200 |
| buf_6 | 37 | 417 |
| nand2b_1 | 4 | 25.0 |
| nand3_1 | 194 | 971 |
| a21oi_1 | 192 | 961 |
| nor3_1 | 64 | 320 |
| edfxtp_1 | 1024 | 30700 |
## metrics by stage
step | hold slack, ns | instances | setup WS [ns]
6_report | 1.80 | 5983 | 1.10
5_1_grt | 1.84 | 5983 | 1.09
4_1_cts | 1.78 | 5983 | 1.12
3_5_place_dp | 2.44 | 4734 | 0.393
3_3_place_gp | 2.45 | 4734 | 0.431
2_1_floorplan | 2.04 | 3451 | 0.236
## power by group
part	total (W)	internal, W	switching (W)
Combinational	0.00102	0.000374	0.000646
Clock	0.00678	0.00360	0.00318
Sequential	0.00578	0.00574	0.0000449
## sequential cells by signal, indices dropped and copies added (netlist names)
register	count
regs	1024
data1_wire	32
data2_wire	32
## logic make-up (layout without fill, tap and decap cells)
family | Yosys count | count (layout)
AND-OR/OR-AND | 576 | 576
buffers and inverters | 254 | 1499
flip-flops | 1088 | 1088
multiplexers | 1024 | 1024
AND/OR/NAND/NOR | 509 | 509
## path summary, 6_finish.rpt
| path | from | to | slack (ns) | cells after the start |
|---|---|---|---|---|
| max | wen | regs[20][14] | 1.10 | 4 |
| min | addr2[1] | data2_wire[18] | 1.80 | 5 |
| max reg2reg | regs[6][17] | data2_wire[17] | 2.31 | 5 |
| min reg2reg | regs[11][31] | data1_wire[31] | 5.08 | 4 |
## layer usage
metal | track usage [%] | wire (µm) | vias to the layer above
met4 | 11.6 | 4070 | 8
li1 | - | - | 15898
met2 | 45.3 | 69400 | 2016
met1 | 41.4 | 54000 | 16666
met5 | 2.22 | 267 | -
met3 | 24.5 | 24200 | 261
## area by class of cell
type,instances,area [µm²]
fillers,7066,37800
flip-flops and latches,1088,32000
multi-input cells,2109,16800
clock inverters,1115,4750
clock buffers,135,3160
repair buffers,249,2550
well taps,1287,1610
## cells in the final DEF (no fill, tap or decap), types with 2 or more instances in the layout
cell	count
clkinv_8	2
a22o_1	128
inv_8	4
a31oi_1	64
or3b_2	3
inv_4	7
clkdlybuf4s50_1	110
inv_1	1040
buf_4	106
buf_12	31
nor2_4	34
clkinv_2	7
inv_2	3
nand3b_1	5
mux2i_1	1024
nor3_1	64
and2_4	2
nand3_1	194
bufinv_16	15
clkbuf_16	123
nand2_1	193
clkinvlp_2	24
nand2_2	2
nand2b_2	4
dfxtp_1	64
edfxtp_1	1024
a21oi_1	192
buf_8	2
clkbuf_1	8
clkbuf_8	4
clkinv_1	4
clkinvlp_4	3
a22oi_1	192
nor2b_4	4
inv_6	4
or2_2	2
Power and IR drop assume default switching activity.
